`./design.v`:
```
`timescale 1ns / 1ps
module PC(
    input logic clk,
    input logic reset,
    input logic increment,
    input logic set,
    input logic [2:0] address,	
    input logic [11:0] instr,
    output logic [2:0] addrOut,
    output logic [11:0] instrOut
    );
    always @ (posedge clk) begin
        if ( ~reset ) begin
            addrOut <= 3'b000;
        end
        else if (set) begin
            instrOut = instr;
        end
        else if ( increment) begin
            addrOut <= address + 1;
        end
    end
endmodule
```
`./run.sh`:
```
#!/bin/bash
# OpenROAD 26Q1-2900-gdf79404cd8, Yosys 0.63+post, stock flow scripts
make -C /OpenROAD-flow-scripts/flow DESIGN_CONFIG=/design/flow/config.mk WORK_HOME=/design/flow/orfs finish
```
`./config.mk`:
```
export PLATFORM = sky130hd
export DESIGN_NAME = PC
export DESIGN_NICKNAME = PC
export VERILOG_FILES = /design/flow/design.v
export SDC_FILE = /design/flow/constraint.sdc
export NUM_CORES = 4
export LEC_CHECK = 1
export CORE_AREA = 10 10 71 71
export DIE_AREA = 0 0 81 81
```
`./constraint.sdc`:
```
current_design PC

set clk_period 1.3
set clk_io_pct 0.2

create_clock -name clk0 -period $clk_period [get_ports {clk}]

set non_clock_inputs [all_inputs -no_clocks]
set_input_delay [expr $clk_period * $clk_io_pct] -clock clk0 $non_clock_inputs
set_output_delay [expr $clk_period * $clk_io_pct] -clock clk0 [all_outputs]
```
==> flow_metrics.py <==
# Metrics from the implementation run
metrics = {
    "outcome": {
        "status": "completed",
    },
    "routing": {
        "drtIter0Drc": 6,
        "post-route-drc-count": 0,
        "first_pass_iters": 3,
        "vias": 355,
        "wl_per_cell_um": 12.1,
        "drt-total-wl_um": 1370,
        "antenna_left": 0,
        "via_per_inst": 3.14,
        "diodes": 0,
    },
    "place": {
        "numPortBuffers": 33,
        "post-place-ws_ns": -0.0475,
        "gp_congestion": 0.679,
        "dp_hpwl_um": 1110,
    },
    "worst_hold_path": {
        "hold_start": "addrOut[0]",
        "holdPathStages": 1,
        "hold_end": "addrOut[0]",
        "worstHoldPathType": "register to register",
    },
    "logic_synthesis": {
        "synth_cell_type_count": 12,
        "ys_seq_share": 0.836,
        "top_area_cell": "edfxtp_1",
        "syn_area_per_cell_um2": 20.1,
        "ys.warnings.count": 1,
        "syn_area_um2": 503,
        "synth_chip_area_um2": 503,
        "ys_cells": 25,
        "area_leaders": "edfxtp_1 72%, dfxtp_1 12%, nor2b_4 2.7%, ha_1 2.5%, mux2i_1 2.0%",
        "syn-instance-count": 25,
        "ys_ff": 15,
        "top_area_frac": 0.716,
    },
    "setup_path": {
        "r2r_slack_ns": 0.66,
        "cpPeakStageDelay_ns": 0.45,
        "arrival_ns": 1.01,
        "critPathKind": "register to output pin",
        "cp_num_buf_inv": 1,
        "critPathMaxFanout": 1,
        "cp_top_family": "buffers and inverters",
        "start_kind": "register",
        "reg2reg_to": "addrOut[2]",
        "cp-end-kind": "output pin",
        "crit_cells": 1,
        "r2r-start": "addrOut[2]",
        "crit_required_ns": 1.04,
        "worst-r2r-cell-count": 2,
        "critical_path.cell_chain": "clkdlybuf4s50_1",
        "cp_slowest_cell": "clkdlybuf4s50_1",
    },
    "die": {
        "core-area_um2": 3630,
        "die_area_um2": 6560,
        "rows": 22,
        "num_io_pins": 34,
        "fp_util": 0.138,
        "die_w_um": 81,
        "die-height_um": 81,
    },
    "clock_tree": {
        "clk_latency_ns": 0.24,
        "post_cts_buffers": 0,
        "clock_sinks": 15,
        "clk_pin_slew_worst_paths_ns": 0.06,
        "cts_tree": "built",
        "ctsLongestPathBuffers": 2,
        "cts_root_buf": "clkbuf_8",
        "cts_buffers": 3,
        "htreeDepth": 1,
    },
    "job": {
        "maxCapViolations": 0,
        "warning_count": 25,
    },
    "pwr": {
        "vdd_drop_max_uv": 646,
        "power-per-cell-area_nw_per_um2": 1080,
        "total_power_w": 0.00106,
        "p_leak_nw": 0.425,
    },
    "final_timing": {
        "rsz0062_at_grt": "false",
        "finalClockPeriodUsage": 0.974,
        "setup_viol": 0,
        "slew_viol_final": 0,
        "max_freq_mhz": 790,
        "hold_violations": 0,
        "relSlewSlack": 0.903,
        "tightest_slew_ns": 0.142,
        "worst_slack_ns": 0.0341,
        "skew_ns": 0,
        "finalCriticalPeriod_ns": 1.27,
    },
    "cells_and_area": {
        "layout.area.comb_um2": 82.6,
        "most-common-layout-cells": "19 x clkdlybuf4s50_1, 12 x edfxtp_1, 8 x dlygate4sd2_1",
        "n_fill_cell": 371,
        "lay_top_count": "clkdlybuf4s50_1",
        "syn_to_final_growth_pct": 95.3,
        "utilization": 0.270,
        "drive_gt1_frac": 0.169,
        "seq_area_um2": 423,
    },
    "global_routing": {
        "grt_overflow": 0,
        "grt_usage": 0.0387,
        "grt_pass1_vias": 397,
        "grt_max_degree": 13,
        "antenna_found_initial": 0,
        "grt_pass1_wl_um": 1900,
    },
}
[sequential cells by signal, summed over array words and instances (netlist names)]
signal    cells
instrOut     12
addrOut       3
[synthesized netlist by cell type, drive strengths merged]
| cell type | instances |
|---|---|
| edfxtp | 12 |
| xnor2 | 1 |
| mux2i | 1 |
| nand2 | 1 |
| dfxtp | 3 |
| o21ai | 1 |
| ha | 1 |
| o211a | 1 |
| and2 | 1 |
| a21oi | 1 |
| nor2b | 2 |
[through the flow]
stage                     hold WS, ns  cell area, um^2  instances  setup TNS [ns]
final                           0.492              982        113               0
after global routing            0.521              982        113               0
after CTS                       0.497              967        113               0
after detailed placement        0.497              928        109          -0.547
after global placement          0.490              928        109          -0.360
after floorplan                 0.359              503         25               0
[cell type report]
class,instances,area share
clock buffer,3,0.0420
timing repair buffer,36,0.377
multi-input combinational,10,0.0841
sequential,15,0.431
tap,48,0.0611
clock inverter,1,0.00510
[routing by layer]
layer / global-route usage / share of wire / up-vias
met5: 0 / 0 / -
met1: 0.0344 / 0.37 / 159
met2: 0.0693 / 0.49 / 23
met4: 0.00173 / 0 / 0
li1: - / - / 173
met3: 0.0323 / 0.14 / 0
[worst register-to-register path, delay by kind of cell (launching register included)]
kind / cells / cell delay (ns)
AND-OR/OR-AND: 2 / 0.23
flip-flops: 1 / 0.30
[how the worst max path moves through the flow]
stage,start,to,slack (ns)
CTS,instrOut[7],instrOut[7],0.005
global route,instrOut[3],instrOut[3],0.0008
finish,instrOut[3],instrOut[3],0.03
[cell families (layout without fill, tap and decap cells)]
group,after synthesis,count (layout),synth area share
and+or+nand+nor,4,4,0.0622
xor gates and xnor gates,1,1,0.0174
adders and majority gates,1,1,0.0249
AOI/OAI and AO/OA,3,3,0.0398
buffers and inverters,0,40,0
muxes,1,1,0.0199
DFF,15,15,0.836
[where the power goes]
| group | internal (W) | switching (W) | leakage [nW] |
|---|---|---|---|
| combinational | 0.000101 | 0.0000323 | 0.262 |
| clock | 0.000212 | 0.000152 | 0.0255 |
| sequential | 0.000554 | 0.00000764 | 0.138 |
| total | 0.000866 | 0.000192 | 0.425 |
[repair_timing]
item,in CTS,in global routing
resized,10,6
setup endpoints to repair,8,6
hold buffers,0,0
gates cloned,0,0
Power and IR drop assume default switching activity.
