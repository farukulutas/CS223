--- design/flow/run.sh ---
#!/bin/bash
# OpenROAD 26Q1-2900-gdf79404cd8, Yosys 0.63+post, stock flow scripts
make -C /OpenROAD-flow-scripts/flow DESIGN_CONFIG=/design/flow/config.mk WORK_HOME=/design/flow/orfs finish
--- design/flow/config.mk ---
export PLATFORM = sky130hd
export DESIGN_NAME = dataMem
export DESIGN_NICKNAME = dataMem
export VERILOG_FILES = /design/flow/design.v
export SDC_FILE = /design/flow/constraint.sdc
export NUM_CORES = 4
export LEC_CHECK = 1
export CORE_UTILIZATION = 50
--- design/flow/constraint.sdc ---
current_design dataMem

set clk_period 2.7
set clk_io_pct 0.2

create_clock -name clk0 -period $clk_period [get_ports {clk}]

set non_clock_inputs [all_inputs -no_clocks]
set_input_delay [expr $clk_period * $clk_io_pct] -clock clk0 $non_clock_inputs
set_output_delay [expr $clk_period * $clk_io_pct] -clock clk0 [all_outputs]
--- design/flow/design.v ---
`timescale 1ns / 1ps
module dataMem(
    input logic clk,
    input logic D_wr,
    input logic D_rd,
    input logic [3:0] D_addr,
    input logic [3:0] W_data,
    output logic [3:0] R_data);
    logic [3:0] D[15:0];
    initial begin
     D[0] <= 'h0x0;
     D[1] <= 'h0x1;
     D[2] <= 'h0x2;
     D[3] <= 'h0x3;
     D[4] <= 'h0x4;
     D[5] <= 'h0x5;
     D[6] <= 'h0x6;
     D[7] <= 'h0x7;
     D[8] <= 'h0x8;
     D[9] <= 'h0x9;
     D[10] <= 'h0xA;
     D[11] <= 'h0xB;
     D[12] <= 'h0xC;
     D[13] <= 'h0xD;
     D[14] <= 'h0xE;
     D[15] <= 'h0xF;
    end
    always_ff @(posedge clk)
    begin
        if (D_wr) begin
            D[D_addr] <= W_data;
        end
        if (D_rd) begin
            R_data <= D[D_addr];
        end
    end
endmodule
==> flow_summary_export.csv <==
group,metric,value,unit
status,run_status,"finished, final reports clean",
timing,fin_crit,2.06,ns
drt,highest_layer,"met4",
synthesis,synth_largest_type_area_fraction,75.7,%
cts,post_cts_resized,0,
timing,finalSetupTns,0,ns
layout,layout-drive-gt1-share,19.4,%
power_and_ir_drop,p_per_area,640,nW/um^2
timing,unrepaired_setup_endpoints_after_global_routing,"false",
synthesis,sequential_share_of_the_synthesized_area,75.7,%
worst_setup_path,criticalPathCategory,"in2reg",
cts,clkLatencyLatePin,0.34,ns
worst_setup_path,timing.critical_path.arrival,2.14,ns
cts,cts_tree,"done",
global_routing,maximum_number_of_pins_on_one_net_before_global_route_repair,24,
timing,worst_clock_skew,0.00714,ns
drt,post_drt_wl_per_cell,20.2,um
cts,hold_buffers,0,
floorplan,fp_util,52.5,%
worst_setup_path,cp_startpoint_kind,"input port",
worst_setup_path,worstPathRequired,2.78,ns
place,placedInstanceArea,2950,sq um
synthesis,ys_flops,68,
place,detailedPlace.worstSlack,0.265,ns
global_routing,grt_antenna_before_repair,0,
layout,n_fill_cell,408,
global_routing,grt_overflow_total,0,
synthesis,largest_area_cell,"sky130_fd_sc_hd__edfxtp_1",
synthesis,mappedNetlistArea,2700,sq um
worst_setup_path,timing.critical_path.to_type,"register",
global_routing,all_layer_gr_usage,20.8,%
cts,clock_sinks,68,
floorplan,die_area,5700,sq um
timing,timing_hold_violations_final,0,
global_routing,first_global_vias,1319,
floorplan,core_area,5140,sq um
timing,post-route-period-util,76.3,%
place,io_buffer_count,14,
cts,htree_num_levels,3,
drt,antennaDiodeCount,0,
layout,seqCellArea,2040,sq um
timing,timing.final.setup_violations,0,
power_and_ir_drop,worst_ir_drop_vdd,0.367,mV
global_routing,grt_pass1_wl,7.23,mm
layout,syn2layout_area_growth,14.9,%
timing,final.hold.worst_slack,0.788,ns
drt,detail_route.drc_violations,0,
synthesis,synth_cell_types,18,
power_and_ir_drop,power_leakage,0.999,nW
synthesis,yosys-stat-cells,133,
drt,drt-met1-wl,2.07,mm
synthesis,yosysChipArea,2700,sq um
place,gp_congestion,0.830,
layout,final_design_area_no_fill,3100,sq um
cts,clk_root_buffer_cell,"sky130_fd_sc_hd__clkbuf_8",
cts,path_clk_slew,0.06,ns
cts,cts-buffers-inserted,9,
synthesis,netlist_instances,133,
synthesis,ys_warn_count,1,
drt,met2WireLength,2.22,mm
cts,post_cts_setup_driven_buffer_insertion_count,0,
timing,fmaxAchievable,0.486,GHz
synthesis,synthesis.area_per_instance,20.3,sq um
floorplan,fp.dieH,75.5,um
job,cap_violations,0,
worst_setup_path,critical_path_peak_fanout,23,
min_path,worstHoldPathType,"reg2reg",
timing,final_critical_path_setup_slack,0.640,ns
drt,wl,4.74,mm
drt,via_per_inst,5.44,
floorplan,die_x,75.5,um
cts,clock_tree.buffer_depth,2,
drt,met3WireLength,366,um
layout,post-route-util,60.3,%
floorplan,num_rows,26,
drt,vias,1279,
synthesis,synth.top_cells.by_area,"sky130_fd_sc_hd__edfxtp_1 76%, sky130_fd_sc_hd__mux4_2 8.3%, sky130_fd_sc_hd__mux4_1 5.8%",
layout,mi_logic_area,599,sq um
floorplan,boundaryPins,15,
timing,relSlewSlack,59.2,%
drt,detail_route.iter0.violations,72,
timing,finalMaxSlewViolations,0,
place,dp_hpwl,3.17,mm
job,warning_count,25,
drt,drt.antenna.violating_nets,0,
drt,first_pass_iters,4,
timing,worst_slew_pin_slew,0.609,ns
-- cell families (layout without fill, tap and decap cells) --
| kind of cell | count (synthesis) | count (layout) | share of synthesized area [%] |
|---|---|---|---|
| AND/OR/NAND/NOR | 38 | 38 | 6.72 |
| buffers and inverters | 7 | 39 | 2.13 |
| AND-OR/OR-AND | 4 | 4 | 1.30 |
| multiplexers | 16 | 16 | 14.2 |
| flip-flops | 68 | 68 | 75.7 |
-- final timing paths --
kind	slack (ns)	cells past startpoint	to	from
worst min register to register	0.79	3	R_data[3]	D[8][3]
worst max-delay path	0.64	5	R_data[3]	D_addr[0]
worst max register to register	1.29	3	R_data[0]	D[1][0]
worst min-delay path	0.79	3	R_data[3]	D[8][3]
-- registers in the layout, indices dropped and copies added (netlist names) --
name	cells
D	64
R_data	4
-- cell usage after synthesis --
cell type and instances:
sky130_fd_sc_hd__nand2_1 5, sky130_fd_sc_hd__nor2_1 13, sky130_fd_sc_hd__edfxtp_1 68, sky130_fd_sc_hd__or3b_2 1, sky130_fd_sc_hd__nand2b_1 2, sky130_fd_sc_hd__buf_2 3
sky130_fd_sc_hd__nand3b_1 2, sky130_fd_sc_hd__nor3_1 4, sky130_fd_sc_hd__buf_4 1, sky130_fd_sc_hd__nand3_1 9, sky130_fd_sc_hd__clkbuf_1 1, sky130_fd_sc_hd__mux4_1 6
sky130_fd_sc_hd__a22oi_2 1, sky130_fd_sc_hd__buf_6 1, sky130_fd_sc_hd__buf_12 1, sky130_fd_sc_hd__mux4_2 10, sky130_fd_sc_hd__a22oi_1 3, sky130_fd_sc_hd__nor2b_1 2
-- layout by cell type, fill, tap and decap left out --
master                            instances
sky130_fd_sc_hd__buf_4                    8
sky130_fd_sc_hd__nand3_1                  9
sky130_fd_sc_hd__a22oi_1                  3
sky130_fd_sc_hd__clkbuf_8                 9
sky130_fd_sc_hd__mux4_1                   6
sky130_fd_sc_hd__buf_12                   1
sky130_fd_sc_hd__clkinv_2                 2
sky130_fd_sc_hd__nor2_1                  13
sky130_fd_sc_hd__clkbuf_1                 4
sky130_fd_sc_hd__edfxtp_1                68
sky130_fd_sc_hd__nor3_1                   4
sky130_fd_sc_hd__nand3b_1                 2
sky130_fd_sc_hd__nand2_1                  5
sky130_fd_sc_hd__nor2b_1                  2
sky130_fd_sc_hd__mux4_2                  10
sky130_fd_sc_hd__nand2b_1                 2
sky130_fd_sc_hd__a22oi_2                  1
sky130_fd_sc_hd__clkinv_1                 1
sky130_fd_sc_hd__clkdlybuf4s50_1         14
sky130_fd_sc_hd__or3b_2                   1
-- per-layer routing --
layer	vias to the layer above	GRT usage (%)
met4	0	2.26
met3	8	8.58
met1	629	36.7
met5	-	0
li1	601	-
met2	41	29.8
-- worst max-delay path, stage by stage --
cell and delay, ns:
sky130_fd_sc_hd__clkdlybuf4s50_1 0.51, sky130_fd_sc_hd__buf_12 0.21, sky130_fd_sc_hd__mux4_1 0.57, sky130_fd_sc_hd__a22oi_1 0.20, sky130_fd_sc_hd__nand3_1 0.10
-- where the power goes --
part | switching, W | internal, W
Clock | 0.000332 | 0.000328
Combinational | 0.0000652 | 0.0000638
Sequential | 0.00000656 | 0.00119
Total | 0.000403 | 0.00158
-- stage by stage --
stage / std cells / total power, W
after floorplan: 133 / 0.00129
after global placement: 219 / 0.00135
after detailed placement: 219 / 0.00135
after CTS: 235 / 0.00200
after global routing: 235 / 0.00206
final: 235 / 0.00198
-- layout make-up --
type,count,area share (%)
Multi-Input combinational cell,58,19.3
Timing Repair Buffer,23,7.10
Tap cell,70,2.82
Clock buffer,13,4.48
Clock inverter,3,0.444
Sequential cell,68,65.8
Power and IR drop assume default switching activity.
