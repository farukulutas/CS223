===== design/flow/config.mk =====
export PLATFORM = sky130hd
export DESIGN_NAME = regfile
export DESIGN_NICKNAME = regfile
export VERILOG_FILES = /design/flow/design.v
export SDC_FILE = /design/flow/constraint.sdc
export NUM_CORES = 4
export LEC_CHECK = 1
export CORE_UTILIZATION = 30

===== design/flow/constraint.sdc =====
current_design regfile

set clk_period 2.8
set clk_io_pct 0.2

create_clock -name clk0 -period $clk_period [get_ports {clk}]

set non_clock_inputs [all_inputs -no_clocks]
set_input_delay [expr $clk_period * $clk_io_pct] -clock clk0 $non_clock_inputs
set_output_delay [expr $clk_period * $clk_io_pct] -clock clk0 [all_outputs]

===== design/flow/design.v =====
`timescale 1ns / 1ps
module regfile(input logic clk,
input logic we3,
input logic [4:0] ra1, ra2, wa3,
input logic [7:0] wd3,
output logic [7:0] rd1, rd2);
logic [15:0] rf[15:0];
always_ff @(posedge clk)
    if (we3) rf[wa3] <= wd3;
assign rd1 = (ra1 != 0) ? rf[ra1] : 0;
assign rd2 = (ra2 != 0) ? rf[ra2] : 0;
endmodule

===== design/flow/run.sh =====
#!/bin/bash
# OpenROAD 26Q1-2900-gdf79404cd8, Yosys 0.63+post, stock flow scripts
make -C /OpenROAD-flow-scripts/flow DESIGN_CONFIG=/design/flow/config.mk WORK_HOME=/design/flow/orfs finish

==> flow_metrics.env <==
# source this file to load flow results
export IMPL_port_buffers=39
export IMPL_max_stage_delay_ns=0.49
export IMPL_hold_path_depth=1
export IMPL_tightest_slew_ns=0.5946
export IMPL_cts_max_path_buffers=2
export IMPL_dr_pass1_iters=4
export IMPL_cts_tree="yes"
export IMPL_place_inst=686
export IMPL_power_density_nw_per_um2=574.7
export IMPL_holdCritStartpoint="wd3[0]"
export IMPL_ant_nets=0
export IMPL_finalClockPeriodUsage_pct=101.5
export IMPL_antenna_found_initial=0
export IMPL_seqPwrFrac_pct=45.9
export IMPL_clock_root_buffer="clkbuf_16"
export IMPL_min_path_type="in2reg"
export IMPL_grt_pass1_vias=4271
export IMPL_grt_pass1_wl_mm=23.37
export IMPL_synthCells=351
export IMPL_p_leak_nw=2.981
export IMPL_fmax_mhz=351.9
export IMPL_routed_via_count=3838
export IMPL_worst_ep_arrival_time_ns=2.28
export IMPL_ioPinCount=41
export IMPL_cap_violations=0
export IMPL_cts_buffers=17
export IMPL_cts_sinks=128
export IMPL_p_int_mw=3.611
export IMPL_cp_slowest_cell="clkdlybuf4s50_1"
export IMPL_area_leaders="edfxtp_1, mux4_2, mux4_1"
export IMPL_critPathCaptureType="output port"
export IMPL_htreeDepth=4
export IMPL_slew_headroom_pct=60.23
export IMPL_synthDistinctLibCells=25
export IMPL_lay_top_count="edfxtp_1"
export IMPL_lay_top_cells="edfxtp_1, buf_4, mux4_2"
export IMPL_cts_hold_fix_buffers=0
export IMPL_grt_util_all_layers_pct=15.59
export IMPL_gr_total_overflow=0
export IMPL_synth_largest_area_cell="edfxtp_1"
export IMPL_p_switching_mw=1.112
export IMPL_top_area_share_pct=62.73
export IMPL_syn_to_final_growth_pct=34.12
export IMPL_cp_data_required_time_ns=2.24
export IMPL_largest_reg_flops=128
export IMPL_maxSlewViolCount=0
export IMPL_biggestRegsByFlops="rf x128"
export IMPL_drtIter0Drc=178
export IMPL_via_per_inst=5.229
export IMPL_cpMostUsedCell="clkdlybuf4s50_1"
export IMPL_crit_chain="clkdlybuf4s50_1, nor2b_4, a221oi_1, a21oi_1, a221o_1, clkdlybuf4s50_1"
export IMPL_startpoint_type="input port"
export IMPL_top_register="rf"
export IMPL_finalCriticalPeriod_ns=2.842
export IMPL_die_h_um=144.9
export IMPL_grt_setup_unrepaired="true"
export IMPL_floorplanUtilization_pct=31.07
export IMPL_grt_max_degree=18
export IMPL_yosys_cells=351
export IMPL_ir_drop_mv=0.4250
export IMPL_gp_congestion=0.8393
export IMPL_min_to="rf[4][0]"
export IMPL_whs_ns=1.101
export IMPL_synth_area_per_cell_um2=17.46
export IMPL_rows=51
export IMPL_syn_area_um2=6127
export IMPL_numSynthFlops=128
export IMPL_die_area_um2=21000
export IMPL_crit_fanout=4
export IMPL_wirelength_mm=14.99
export IMPL_ys_warnings_count=1
export IMPL_failed_checks="negative setup slack"
export IMPL_crit_type="in2out"
export IMPL_clockPowerShare_pct=42.4
export IMPL_setup_ws_ns=-0.04209
export IMPL_drc=0
export IMPL_dieWidth_um=144.9
export IMPL_drive_gt1_share_pct=39.02
export IMPL_power_frac_comb_pct=11.7
export IMPL_final_cells=734
export IMPL_coreArea_um2=19720
export IMPL_finalHoldViolCount=0
export IMPL_yosys_stat_area_um2=6127
export IMPL_ys_seq_share_pct=62.73
export IMPL_status="complete, but fails checks"
export IMPL_antennaDiodeCount=0
export IMPL_hpwlAfterDp_mm=10.14
export IMPL_p_sw_share_pct=23.54
export IMPL_final_util_pct=41.68
export IMPL_wl_per_cell_um=20.43
export IMPL_path_clk_slew_ns=0.06
export IMPL_warnings=28
export IMPL_setup_viol=1
layout make-up:
class                           instances  area (um^2)
Clock buffer                           17        425.4
Clock inverter                         15        126.4
Fill cell                            1697        11500
Multi-Input combinational cell        198         2315
Sequential cell                       128         3844
Tap cell                              265        331.6
Timing Repair Buffer                  111         1176
Yosys cell counts:
master	count
edfxtp_1	128
mux2i_1	34
nand2_1	27
mux4_2	24
mux4_1	19
a22oi_1	13
nor2_1	12
a221oi_1	11
nand3_1	11
clkbuf_1	9
a221o_1	8
mux2_2	8
buf_4	6
nor2b_1	6
nor3_1	6
buf_1	5
o211ai_1	5
a21o_1	3
a21oi_1	3
buf_2	3
buf_6	3
nand2b_1	3
nand3b_1	2
and2_1	1
or3b_2	1
metrics by stage:
step / TNS, ns / power, mW / setup WS (ns) / instance area, um^2
5_1_grt: -0.1037 / 4.901 / -0.09739 / 8218
6_report: -0.04209 / 4.723 / -0.04209 / 8218
4_1_cts: -0.1509 / 4.746 / -0.07799 / 8110
2_1_floorplan: 0 / 2.434 / 0.3840 / 6127
3_5_place_dp: -6.272 / 2.682 / -0.4992 / 7221
3_3_place_gp: -6.153 / 2.677 / -0.4787 / 7221
worst max path at each step:
stage      start  depth (start not counted)  slack (ns)      to
4_1_cts   ra2[4]                          6       -0.08  rd2[2]
5_1_grt   ra2[4]                          6        -0.1  rd2[2]
6_report  ra2[4]                          6       -0.04  rd2[2]
metal layers:
metal  vias up  wire, um  global-route usage [%]  part of all wire [%]
met2       213      7133                   23.85                    48
met5         -         0                       0                     0
met3        14      1901                   10.38                    13
li1       1696         -                       -                     -
met1      1915      5734                   19.05                    38
met4         0       223                   2.447                   1.5
kinds of logic (layout without fill, tap and decap cells):
| kind of cell | Yosys count | after routing | synth area share, % |
|---|---|---|---|
| flops | 128 | 128 | 62.73 |
| mux | 85 | 85 | 23.99 |
| simple gates | 69 | 70 | 5.187 |
| compound gates | 43 | 43 | 5.697 |
| buf+inv | 26 | 143 | 2.389 |
timing repair:
| action | in CTS | in global routing |
|---|---|---|
| resized | 81 | 20 |
| cloned | 4 | 1 |
| endpoints found under the setup margin | 16 | 12 |
| pin swaps | 14 | 20 |
| hold endpoints to repair | 0 | 0 |
| buffers inserted | 6 | 7 |
power groups by stage:
stage | clock (mW) | sequential (mW) | combinational (mW)
after CTS | 2.03 | 2.17 | 0.551
after global routing | 2.13 | 2.17 | 0.596
final | 2.00 | 2.17 | 0.554
critical path, delay by kind of cell:
kind	cells	cell delay, ns
AOI/OAI and AO/OA	3	0.55
buffers and inverters	2	0.95
and+or+nand+nor	1	0.21
Power figures rest on the tool's default switching activity, not on a simulated workload.
